<file path="design/flow/run.sh">
#!/bin/bash
# OpenROAD 26Q1-2900-gdf79404cd8, Yosys 0.63+post, stock flow scripts
make -C /OpenROAD-flow-scripts/flow DESIGN_CONFIG=/design/flow/config.mk WORK_HOME=/design/flow/orfs finish
</file>
<file path="design/flow/config.mk">
export PLATFORM = sky130hd
export DESIGN_NAME = sequenceDetector
export DESIGN_NICKNAME = sequenceDetector
export VERILOG_FILES = /design/flow/design.v
export SDC_FILE = /design/flow/constraint.sdc
export NUM_CORES = 4
export LEC_CHECK = 1
export CORE_AREA = 10 10 70 70
export DIE_AREA = 0 0 80 80
</file>
<file path="design/flow/constraint.sdc">
current_design sequenceDetector

set clk_period 2.6
set clk_io_pct 0.2

create_clock -name clk0 -period $clk_period [get_ports {clk}]

set non_clock_inputs [all_inputs -no_clocks]
set_input_delay [expr $clk_period * $clk_io_pct] -clock clk0 $non_clock_inputs
set_output_delay [expr $clk_period * $clk_io_pct] -clock clk0 [all_outputs]
</file>
<file path="design/flow/design.v">
`timescale 1ns / 1ps
module sequenceDetector(
    input [7:0]a,
    output reg d,
	 input clk
    );
	 reg [2:0]s = 0;
	 integer i=0;
	 always @(posedge clk)
	 begin
		case(s)
				2'b00:
					begin
					$monitor("Zero");
					#50
					d = 0;
						if(a[i]==1) 
							 s <= 2'b01;
						else
							 s <= 2'b00;
					end
				2'b01:
					begin
					$monitor("First");
					#50
					d = 0;
						if(a[i]==1) 
							 s <= 2'b01;
						else
							 s <= 2'b10;
					end
				2'b10:
					begin
					$monitor("Second");
					#50
					d = 0;
						if(a[i]==1) 
							 s <= 2'b11;
						else
							 s <= 2'b00;
					end
				2'b11:
					begin
					$monitor("Third");
					#50
					 d = 1;
						if(a[i]==1) 
							 s <= 2'b01;
						else
							 s <= 2'b10;
					end
			endcase
			i = i+1;
	 end
endmodule
</file>
==> results.rst <==
Implementation results
======================

.. list-table::
   :header-rows: 1

   * - Metric
     - Value
   * - Number of antenna violations at the first check in global routing
     - 0
   * - Total wire length
     - 576 µm
   * - I/O pin count
     - 10
   * - Chip area
     - between 6000 and 7000 µm²
   * - Arrival time at the worst endpoint
     - 2.03 ns
   * - Total number of H-tree levels
     - 1
   * - Post-CTS Setup Inserts
     - 0
   * - Clock tree sinks
     - 8
   * - Areal power density over the cells
     - around 500 nW/µm²
   * - Setup repair after global routing missed its margin
     - no
   * - Maximum fanout along the worst path
     - 2
   * - Post-Synthesis Cell Area
     - 357 µm²
   * - Detailed Routing Iterations Pass 1
     - 2
   * - Final Max Slew Viols
     - 0
   * - Vertical die dimension
     - 80 µm
   * - Portion of total power attributed to sequential cells
     - 0.519
   * - Cell with the most instances after synthesis
     - sky130_fd_sc_hd__dfxtp_1
   * - Final design utilization
     - 0.154
   * - Fraction of synthesis flops using an asynchronous set or reset pin
     - 0
   * - Maximum number of pins on one net before global-route repair
     - 7
   * - Final Cell Area
     - 527 µm²
   * - Detail Route Antenna Nets
     - 0
   * - List of most frequent post-synthesis cells
     - sky130_fd_sc_hd__dfxtp_1, sky130_fd_sc_hd__edfxtp_1
   * - Post-CTS sizing
     - 0
   * - Leakage Power
     - 0.178 nW
   * - WP data required
     - approximately 2.6 ns
   * - Vias in the first global route
     - 269
   * - Top cells by area in the synthesized netlist
     - sky130_fd_sc_hd__dfxtp_1, sky130_fd_sc_hd__edfxtp_1, sky130_fd_sc_hd__mux4_2
   * - Cell row count
     - 21
   * - Maximum root-to-sink buffer count
     - 2
   * - Count of maximum capacitance violations
     - 0
   * - Syn-to-layout area delta
     - 47.7%
   * - Worst setup EP type
     - flop
   * - Critical Path Source Type
     - input port
   * - Post-synthesis average cell area
     - 13.2 µm²
   * - Cell count in the Yosys report
     - 27
   * - Combinational fraction of design power
     - 0.080
   * - Type of the worst min-delay path
     - flop to flop
   * - Maximum single-stage delay on the critical path
     - approximately 0.45 ns
   * - Congestion Overflow GR
     - 0
   * - Cell internal pwr
     - roughly 0.00021 W
   * - First-pass GRT wire length
     - 1.03 mm
   * - Net switching power figure
     - approximately 0.000052 W
   * - Number of enable flip-flop cells
     - 3
   * - Fillers
     - 392
   * - Power, Total
     - about 0.00026 W
   * - Horizontal die dimension
     - 80 µm
   * - Synthesized registers
     - 8
   * - Final clock period utilization by the worst path
     - 0.777
   * - Number of distinct library cell variants in the gate-level netlist after synthesis
     - 17
   * - Number of port buffers
     - 9
   * - Max Clock Skew
     - 0.00277 ns
   * - MI comb area
     - 155 µm²
   * - Core area
     - 3420 µm²
   * - Floorplan utilization
     - 0.104
   * - Final hold violation count
     - 0
   * - Number of vias per cell
     - 2.61
   * - Maximum vdd ir drop
     - about 0.00027 V
   * - Fraction of layout instances using a drive strength above 1
     - 0.122
   * - Iteration-0 DRC Markers
     - 3
   * - Number of vias after detailed routing
     - 227
   * - Critical path type
     - input port to flop
   * - Cts hold-fix bufs
     - 0
   * - Register clock-pin slew on the reported worst setup and hold paths
     - 0.06 ns
   * - Number of buffers created by CTS
     - 3
   * - Placed insts
     - 83
   * - Critical Path Slowest Stage Cell
     - sky130_fd_sc_hd__clkdlybuf4s50_1
   * - Wire per inst
     - 6.62 µm
   * - DRC viols
     - 0
   * - Switching power share of the total
     - 0.200
   * - Overall routing resource usage
     - 0.0198
   * - Routability congestion estimate
     - 0.711
   * - Highest achievable clock rate
     - 0.495 GHz
   * - Clock Power Share
     - 0.401
   * - Sequential cell area fraction in the yosys report
     - 0.533
   * - Final Instance Count excl. Fillers
     - 87
   * - Cells along the critical path
     - clkdlybuf4s50_1 -> mux2i_1 -> a311o_1 -> a311oi_2 -> mux2_1
   * - Register cell area after layout
     - 190 µm²
   * - Library cell used as clock root buffer
     - sky130_fd_sc_hd__clkbuf_4
   * - Standard cell area after detailed placement
     - 500 µm²
   * - Result of the run
     - finished clean
   * - Cells after Synth
     - 27
   * - ANT cells
     - 0
   * - Fraction of synthesized cell area taken by the top area cell type
     - 0.281
   * - Total setup violations reported at the end of the flow
     - 0
   * - Clock latency of the later-clocked register in the worst-skew pair
     - ~0.26 ns
   * - Area of the synthesized netlist per yosys stat
     - around 360 µm²
   * - OpenROAD warning count
     - 25
   * - Most frequently used flop master after synthesis
     - sky130_fd_sc_hd__dfxtp_1
   * - Minimum clock period
     - 2.02 ns
   * - CTS tree
     - yes
   * - Count of synthesis-stage warnings from yosys
     - 5
   * - Setup tns final
     - 0 ns
   * - Cell taking the most area after synthesis
     - sky130_fd_sc_hd__dfxtp_1
-- flip-flops by register name, summed over array words and instances (netlist names) --
name / count
d: 1
i: 5
s: 2
-- layout make-up --
| class | instances | share of cell area |
|---|---|---|
| tap | 46 | 0.109 |
| clock buffer | 4 | 0.0499 |
| timing repair buffer | 9 | 0.171 |
| multi-input combinational | 18 | 0.295 |
| inverter | 2 | 0.0143 |
| sequential | 8 | 0.361 |
-- kinds of logic (layout without fill, tap and decap cells) --
family                   after synthesis  after routing  synth area share
XOR/XNOR                               3              3            0.0737
AND-OR/OR-AND                          2              2            0.0702
buffers and inverters                  3             15            0.0526
flip-flops                             8              8             0.533
multiplexers                           4              4             0.151
other                                  1              3            0.0105
AND/OR/NAND/NOR                        5              5            0.0737
adder cells (fa/ha/maj)                1              1            0.0351
-- metal layers --
layer  track usage  vias to the layer above  part of all wire
met1        0.0237                       90              0.53
met5             0                        -                 0
met3        0.0205                        2              0.18
met4       0.00528                        0            0.0069
li1              -                      122                 -
met2        0.0233                       13              0.29
-- worst paths after layout --
kind                to  slack [ns]  cells after the start  start
setup / recovery  s[1]        0.58                      5   a[7]
hold / removal    i[4]        0.46                      1   i[4]
setup reg to reg  s[1]        0.78                      4   i[0]
hold reg to reg   i[4]        0.46                      1   i[4]
-- stage by stage --
stage / setup slack [ns] / hold WS [ns]
finish: 0.580 / 0.459
CTS: 0.578 / 0.468
global placement: 0.316 / 0.461
global route: 0.533 / 0.499
detailed placement: 0.298 / 0.454
floorplan: 0.831 / 0.435
-- layout by cell type, fill, tap and decap left out, types with 2 or more instances in the layout --
master | synthesis | routed
sky130_fd_sc_hd__clkbuf_4 | 0 | 3
sky130_fd_sc_hd__nand3_1 | 2 | 2
sky130_fd_sc_hd__dfxtp_1 | 5 | 5
sky130_fd_sc_hd__conb_1 | 1 | 3
sky130_fd_sc_hd__inv_1 | 2 | 2
sky130_fd_sc_hd__edfxtp_1 | 3 | 3
sky130_fd_sc_hd__xnor2_1 | 2 | 2
sky130_fd_sc_hd__mux2i_1 | 2 | 2
sky130_fd_sc_hd__clkdlybuf4s50_1 | 0 | 9
-- power groups by stage --
stage / sequential, W / combinational, W / clock [W]
after CTS: 0.000136 / 0.0000214 / 0.000110
after global routing: 0.000136 / 0.0000236 / 0.000117
final: 0.000136 / 0.0000210 / 0.000105
-- critical path: cells and delay by family --
family          cells  cell delay, ns
buf+inv             1            0.45
compound gates      2            0.65
mux                 2            0.41
Power and IR drop assume default switching activity.
