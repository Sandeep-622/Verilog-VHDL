<file path="/design/flow/config.mk">
export PLATFORM = sky130hd
export DESIGN_NAME = sixteenBitAdder
export DESIGN_NICKNAME = sixteenBitAdder
export VERILOG_FILES = /design/flow/design.v
export SDC_FILE = /design/flow/constraint.sdc
export NUM_CORES = 4
export LEC_CHECK = 1
export CORE_AREA = 10 10 71 71
export DIE_AREA = 0 0 81 81
</file>
<file path="/design/flow/constraint.sdc">
current_design sixteenBitAdder

set clk_period 7.1
set clk_io_pct 0.2

create_clock -name clk0 -period $clk_period

set non_clock_inputs [all_inputs -no_clocks]
set_input_delay [expr $clk_period * $clk_io_pct] -clock clk0 $non_clock_inputs
set_output_delay [expr $clk_period * $clk_io_pct] -clock clk0 [all_outputs]
</file>
<file path="/design/flow/design.v">
`timescale 1ns / 1ps
module sixteenBitAdder(
    input [15:0] a,
    input [15:0] b,
    output reg [15:0] sum, 
    output reg co,
    input cin
    );
	 always@(a or b or cin)
	 begin
		{co,sum} = a + b + cin;
	 end
endmodule
</file>
<file path="/design/flow/run.sh">
#!/bin/bash
# OpenROAD 26Q1-2900-gdf79404cd8, Yosys 0.63+post, stock flow scripts
make -C /OpenROAD-flow-scripts/flow DESIGN_CONFIG=/design/flow/config.mk WORK_HOME=/design/flow/orfs finish
</file>
==> flow_summary.yaml <==
# flow metrics
worst_setup_path:
  required_ns: 5.68
  crit_arrival_ns: 4.37
  critPathKind: "in2out"
  cp_max_fo: 2
  crit_path_end_kind: "output port"
  start_kind: "input pin"
logic_synthesis:
  seq_area_frac_synth: 0
  aoi_share: 0.391
  syn_inst: 89
  synthXorXnorAreaFrac: 0.167
  ys_cells: 89
  simple_gate_share: 0.111
  adder_share: 0.311
  ys_warn_count: 1
  avgSynthCellArea_sq_um: 8.24
  syn_area_sq_um: 733
  ys_chip_area_sq_um: 733
  synth_cell_types: 31
  ys_sh_mux: 0
  topCombFamilyByArea: "AND-OR/OR-AND gates"
route:
  ant_nets: 0
  drc: 0
  vias: 817
  drt-vias-per-instance: 4.37
  wl_per_cell_um: 11.9
  diodes: 0
  drt_first_pass_iters: 2
  drt_iter0_drc: 15
  routed_wl_um: 2230
cts:
  cts_setup_buffers: 0
  cts_resized: 0
  ctsHoldBuffers: 0
die:
  die_h_um: 81
  ios: 50
  fp_util: 0.202
  die-area_sq_um: 6560
  die_x_um: 81
  coreArea_sq_um: 3630
  rows: 22
global_routing:
  overflow: 0
  grt_pass1_wl_um: 3640
  antenna_found_initial: 0
  grt_pass1_vias: 822
  grt_max_degree: 7
  track_usage: 0.0651
finish:
  design_area_sq_um: 1290
  final_cell_count_no_fill: 187
  area_growth_pct: 76.5
  seq_area_sq_um: 0
  final_common_cell: "clkdlybuf4s50_1"
  clkbuf_count: 0
  fill_cells: 364
  lay_top_cells: "clkdlybuf4s50_1 (50), ha_1 (15), a21oi_1 (9), xnor2_1 (9), xor2_1 (5)"
  flops: 0
  drive_gt1_frac: 0.0791
power_and_ir_drop:
  sw_frac_of_total: 0.351
  vdd_drop_max_mv: 0.0302
  intPower_w: 0.0000803
  fin_total_pwr_w: 0.000124
  power_density_nw_per_um2: 95.6
  p_leak_nw: 0.526
  p_switching_w: 0.0000434
  p_clk_frac: 0
  comb_power_share: 1.000
  power.share.sequential: 0
status:
  outcome: "complete, no violations"
flow_run:
  maxCapViolations: 0
  warning_count: 32
final_timing:
  fmax_mhz: 173
  min_period_ns: 5.79
  maxSlewHeadroom: 0.774
  setup_viol: 0
  finalSetupTns_ns: 0
  report.final.slew_viol_count: 0
  rsz0062_at_grt: "false"
  hold_viol: 0
  period_used_share: 0.815
  worst_slew_pin_slew_ns: 0.338
placed_design:
  dpl_cell_area_sq_um: 1290
  place.detailed.hpwl_um: 2040
  place_inst: 187
  port_buffers: 50
  finalWeightedCongestion: 0.772
hold_path:
  hold_path.class: "in2out"
==> logic make-up after synthesis <==
| kind of cell | Yosys count |
|---|---|
| xor gates and xnor gates | 14 |
| buffers and inverters | 4 |
| and+or+nand+nor | 16 |
| AOI/OAI and AO/OA | 38 |
| adders and majority gates | 17 |
==> cell type report <==
type,count,area [sq um],area share
inverter,4,15.0,0.0116
tap,48,60.1,0.0464
multi-input combinational,85,718,0.555
timing repair buffer,50,500,0.387
==> path summary, 6_finish.rpt <==
path | from | to | slack [ns] | depth (start not counted)
setup / recovery | a[0] | sum[10] | 1.31 | 10
hold / removal | b[15] | sum[15] | 3.93 | 4
==> routing by layer <==
layer	global-route usage	share of wire	vias to the layer above
li1	-	-	438
met1	0.0889	0.47	351
met2	0.107	0.44	28
met3	0.0178	0.090	0
met4	0	0	0
met5	0	0	-
==> per-stage QoR <==
step                hold WS, ns  utilization  setup WS [ns]
floorplan                  2.94            -           2.37
global placement           3.92        0.356           1.31
detailed placement         3.94        0.356           1.30
CTS                        3.94        0.356           1.28
global route               3.98        0.356           1.10
finish                     3.93        0.356           1.31
==> worst max-delay path, stage by stage <==
cell and delay, ns:
clkdlybuf4s50_1 0.43, fa_1 0.46, fa_1 0.43, a21oi_2 0.20
o21ai_2 0.10, a2111oi_2 0.41, o31ai_1 0.11, a21oi_1 0.19
xnor2_1 0.13, clkdlybuf4s50_1 0.48
==> power groups by stage <==
stage,clock network [W],logic (W),registers (W)
finish,0,0.000124,0
global route,0,0.000137,0
CTS,0,0.000126,0
==> Yosys cell counts (2+ instances only) <==
master	number	area, sq um
fa_1	2	40.0
xnor2_1	9	78.8
o21ai_2	2	17.5
ha_1	15	188
a21oi_2	3	26.3
o21a_1	2	15.0
a21o_1	4	30.0
nand2_1	4	15.0
nor2_1	3	11.3
o21bai_1	3	22.5
a21oi_1	9	45.0
o21ai_0	4	20.0
nand2b_1	2	12.5
nand3_1	3	15.0
inv_1	4	15.0
xor2_1	5	43.8
Power is estimated from default activity; no workload was simulated.
