==> flow/design.v <==
`timescale 1ns / 1ps
module FourBitAdder(
    input [3:0]a,
    input [3:0]b,
    input cin,
    output [4:0]sum
    );
	 wire [2:0]c;
	 fullAdder first(a[0],b[0],cin,sum[0],c[0]);
	 fullAdder second(a[1],b[1],c[0],sum[1],c[1]);
	 fullAdder third(a[2],b[2],c[1],sum[2],c[2]);
	 fullAdder fourth(a[3],b[3],c[2],sum[3],sum[4]);
endmodule
module fullAdder(
    input a,
    input b,
    input cin,
    output sum,
    output carry
    );
	 reg sum , carry;
	 always @(*)
	 begin
		sum = (a^b^cin);
		carry = (a&b)|((a^b)&cin);
	 end
	 endmodule
==> flow/run.sh <==
#!/bin/bash
# OpenROAD 26Q1-2900-gdf79404cd8, Yosys 0.63+post, stock flow scripts
make -C /OpenROAD-flow-scripts/flow DESIGN_CONFIG=/design/flow/config.mk WORK_HOME=/design/flow/orfs finish
==> flow/config.mk <==
export PLATFORM = sky130hd
export DESIGN_NAME = FourBitAdder
export DESIGN_NICKNAME = FourBitAdder
export VERILOG_FILES = /design/flow/design.v
export SDC_FILE = /design/flow/constraint.sdc
export NUM_CORES = 4
export LEC_CHECK = 1
export CORE_AREA = 10 10 70 70
export DIE_AREA = 0 0 80 80
==> flow/constraint.sdc <==
current_design FourBitAdder

set clk_period 3.0
set clk_io_pct 0.2

create_clock -name clk0 -period $clk_period

set non_clock_inputs [all_inputs -no_clocks]
set_input_delay [expr $clk_period * $clk_io_pct] -clock clk0 $non_clock_inputs
set_output_delay [expr $clk_period * $clk_io_pct] -clock clk0 [all_outputs]
==> ci_impl_report.md <==
### Metrics collected by this job

| Metric | Value |
|---|---|
| Core Area | `3420 µm²` |
| Yosys warning count | `1` |
| Number of distinct library cell variants in the gate-level netlist after synthesis | `3` |
| Row count | `21` |
| Number of sequential cells | `0` |
| Overall via count from detail_route | `around 120` |
| Number of cells in the design after placement | `~74` |
| Min Tclk post-route | `2.92 ns` |
| DP HPWL | `437 µm` |
| Antenna Violating Nets Remaining | `0` |
| Setup repair after global routing missed its margin | `false` |
| Crit share post-route | `0.973` |
| Number of failing hold endpoints at the final stage | `0` |
| P&R area growth vs syn | `93.5%` |
| Worst Setup Slack post-DPL | `-0.714 ns` |
| Data arrival, critical path | `~2.3 ns` |
| Multi-input gate area in the final layout | `90.1 µm²` |
| Start-to-end type of the worst setup path | `in -> out` |
| Maximum number of pins on one net before global-route repair | `2` |
| Overall fraction of global-route tracks in use | `0.0132` |
| Drt total wl | `between 400 and 500 µm` |
| Initial Utilization | `0.0454` |
| Slew of the pin with the lowest slew margin | `around 0.1 ns` |
| Fmax | `343 MHz` |
| Worst slack on hold paths | `between 1.5 and 2 ns` |
| Total power density per cell area | `~150 nW/µm²` |
| Startpoint class of the critical path | `primary input` |
| DRC violation total after the first TritonRoute iteration | `0` |
| Max VDD drop | `approximately 0.000038 V` |
| Count of hold buffers inserted by post-cts repair | `0` |
| Antenna diodes | `0` |
| Number of global-route vias before repair | `between 100 and 150` |
| Post-layout instance count excluding filler cells | `74` |
| Floorplan die width | `80 µm` |
| Per-cell via count in the routed design | `1.64` |
| Number of filler cells placed in the layout | `410` |
| Flip-flop and latch area | `0 µm²` |
| Count of clock-net buffers in the final layout | `0` |
| Final RePlAce weighted congestion | `0.793` |
| Critical path endpoint | `sum[3]` |
| # Cells Yosys | `19` |
| Cell type of the slowest stage on the worst timing path | `sky130_fd_sc_hd__fa_2` |
| Gate Count Post-Synth | `19` |
| Average size of a mapped cell | `8.17 µm²` |
| CP Data Required Time | `approximately 2.4 ns` |
| Peak fanout along the critical path | `1` |
| Max-slew violation count | `0` |
| Vertical die dimension | `80 µm` |
| Relative slew margins | `0.932` |
| Critical path, cell by cell | `buf_2 > inv_2 > fa_2 > inv_2 > fa_2 > fa_2 > inv_2 > fa_2 > inv_2 > buf_2` |
| Fraction of layout instances using a drive strength above 1 | `0.464` |
| Path type of the worst min-delay path | `in -> out` |
| Global-route congestion overflow total | `0` |
| # Max-Cap Violations | `0` |
| Critical Path Source | `cin` |
| Chip Area, Yosys | `155 µm²` |
| Number of search-and-repair iterations in the first detailed-routing pass | `1` |
| Global-route wire length before repair | `roughly 670 µm` |
| Tool warning count | `32` |
| Average routed wire per standard cell | `6.12 µm` |
| Drc violations | `0` |
| Slowest Stage Delay on Critical Path | `0.43 ns` |
| Buffers added on ports | `14` |
| Worst Setup Slack, final | `a little over 0.08 ns` |
| Portion of the post-synthesis area used by sequential elements | `0` |
| Number of antenna violations at the first check in global routing | `0` |
| Cell leakage power | `between 0.1 and 0.15 nW` |
| Cell area after synthesis | `155 µm²` |
| I/O pins | `14` |
| Area of the die | `approximately 6400 µm²` |
| Element type at the critical path end | `output pin` |
| Final count of negative-setup-slack endpoints | `0` |
| Outcome | `finished, final reports clean` |
==> kinds of logic (layout without fill, tap and decap cells) <==
| logic type | Yosys count | after routing | synth area share |
|---|---|---|---|
| adders and majority gates | 4 | 4 | 0.516 |
| buffers and inverters | 15 | 24 | 0.484 |
==> per-stage QoR <==
stage	util	TNS, ns	area, µm²	power, mW
after CTS	0.0879	0	300	0.0453
after global routing	0.0879	0	300	0.0504
final	0.0879	0	300	0.0438
after detailed placement	0.0923	-1.52	315	0.0497
after floorplan	-	0	155	0.0247
after global placement	0.0923	-1.49	315	0.0494
==> cell usage after synthesis <==
cell | number | area, µm²
sky130_fd_sc_hd__buf_4 | 5 | 37.5
sky130_fd_sc_hd__fa_1 | 4 | 80.1
sky130_fd_sc_hd__inv_1 | 10 | 37.5
==> how the worst min path moves through the flow <==
stage | startpoint | end | slack (ns) | depth (start not counted)
final | b[0] | sum[0] | 1.97 | 5
after global routing | b[0] | sum[0] | 2.02 | 5
after CTS | b[0] | sum[0] | 1.98 | 5
==> per-layer routing <==
metal | vias up | global-route usage | part of all wire
met4 | 0 | 0 | 0
met3 | 0 | 0.00682 | 0.20
met2 | 13 | 0.0152 | 0.24
li1 | 60 | - | -
met5 | - | 0 | 0
met1 | 48 | 0.0213 | 0.55
==> repair_timing <==
action / in CTS / in global routing
setup buffers: 0 / 0
cloned: 0 / 0
pin swaps: 4 / 2
resized: 27 / 0
endpoints found under the setup margin: 4 / 1
==> placed cells by master, fill, tap and decap left out <==
cell	Yosys	final
sky130_fd_sc_hd__inv_2	0	5
sky130_fd_sc_hd__clkdlybuf4s50_1	0	6
sky130_fd_sc_hd__fa_2	0	4
sky130_fd_sc_hd__buf_2	0	4
sky130_fd_sc_hd__dlygate4sd2_1	0	4
sky130_fd_sc_hd__inv_1	10	5
==> critical path, delay by kind of cell <==
kind	cells	cell delay [ns]
fa+ha+maj	4	1.31
buf+inv	6	0.39
==> power breakdown <==
group	total [mW]	switching [mW]	internal, mW
Combinational	0.0438	0.0159	0.0279
Sequential	0	0	0
Clock	0	0	0
Total	0.0438	0.0159	0.0279
==> cell type report <==
cell class	instances	area share
inverter	10	0.125
timing repair buffer	14	0.383
multi-input combinational	4	0.300
tap	46	0.192
No activity file was given, so power comes from the tool's default toggle rates.
